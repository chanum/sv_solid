`flow/config.mk`:
```
export PLATFORM = sky130hd
export DESIGN_NAME = alu
export DESIGN_NICKNAME = alu
export VERILOG_FILES = /design/flow/design.v
export SDC_FILE = /design/flow/constraint.sdc
export NUM_CORES = 4
export LEC_CHECK = 1
export CORE_UTILIZATION = 30
```
`flow/constraint.sdc`:
```
current_design alu

set clk_period 1.0
set clk_io_pct 0.2

create_clock -name clk0 -period $clk_period [get_ports {clk}]

set non_clock_inputs [all_inputs -no_clocks]
set_input_delay [expr $clk_period * $clk_io_pct] -clock clk0 $non_clock_inputs
set_output_delay [expr $clk_period * $clk_io_pct] -clock clk0 [all_outputs]
```
`flow/design.v`:
```
import alu_pkg::*;
interface alu_if;
  logic        clk;
  logic        rst_n;
  logic [31:0] a;
  logic [31:0] b;
  logic [1:0]  op;
  logic [31:0] result;
  modport alu_ports (
    input  clk,
    input  rst_n,
    input  a,
    input  b,
    input  op,
    output result
  );
  modport tb_ports (
    output clk,
    output rst_n,
    output a,
    output b,
    output op,
    input  result
  );
endinterface
package alu_pkg;
  typedef enum logic [1:0] {
    ADD = 2'b00,
    SUB = 2'b01,
    AND = 2'b10,
    OR  = 2'b11
  } alu_op_t;
endpackage : alu_pkg
module alu #(parameter DATA_WIDTH = 32)
  (
    input  logic                  clk,
    input  logic                  rst_n,
    input  logic [DATA_WIDTH-1:0] a_i,
    input  logic [DATA_WIDTH-1:0] b_i,
    input   logic [1:0]           op_i,
    output logic [DATA_WIDTH-1:0] result_o
  );
  logic [DATA_WIDTH-1:0] result_reg;
  always_comb begin
    case (op_i)
      2'b00: result_reg = a_i + b_i;  
      2'b01: result_reg = a_i - b_i;  
      2'b10: result_reg = a_i & b_i;  
      2'b11:  result_reg = a_i | b_i;  
      default: result_reg = '0;
    endcase
  end
  always_ff @(posedge clk or negedge rst_n) begin
    if (!rst_n) begin
      result_o <= '0;
    end else begin
      result_o <= result_reg;
    end
  end
endmodule: alu
```
`flow/run.sh`:
```
#!/bin/bash
# OpenROAD 26Q1-2900-gdf79404cd8, Yosys 0.63+post, stock flow scripts
make -C /OpenROAD-flow-scripts/flow DESIGN_CONFIG=/design/flow/config.mk WORK_HOME=/design/flow/orfs finish
```
==> run notes <==
fresh numbers from the pnr run: Worst EP arrival 3.68 ns, Setup CP Type input pin to flip-flop, peak supply drop 0.000701 V, Post-synth regs 32, first-pass GRT wire length 22.4 mm, # Cells Yosys 472, DRT Pass-1 Iters 4, Crit. End Element flip-flop, WP data required 1.15 ns, clock sink count 32, top cells, area dfrtp_1, ha_1, xor2_1, Critical Path Fanout Max 4, Largest type area fraction 21.2%, Post-synth EDFFs 0, max FFs per register 32, syn avg cell area 8.00 sq um, post-route ant nets 0, routed via count 4818, violated checks negative setup slack, Core Footprint 12200 sq um, Post-Synthesis Cells 472, antenna violations before repair 1, Main synth FF type dfrtp_1, CP max stage delay 0.53 ns, Slew HR 57.4%, Ys Warns 1, vias in the first global route 4631, buffers and inverters on the worst path 1, startpoint types input pin, synthesis area per yosys 3770 sq um, Tcrit/Tclk final 353%, largest net degree at the start of global routing 64, Top delay family on crit path AND-OR/OR-AND gates, global route overflow 0, ys async rst share 100%, CP most frequent cell a21o_1, min Tclk post-route 3.53 ns, FMAX 283 MHz, die height 114 um, Cell Rows 40, CTS buffer count 5, Syn-to-layout area delta 106%, Max-cap violations 0, H-tree Lvls 2, fp util 31.0%, area leader, netlist dfrtp_1, clock tree buffer depth 2, post-DP HPWL 9.98 mm, critical path's slowest cell or4_4, share of cells above drive strength 1 54.6%, RePlAce Congestion 0.922, count leader, synth nand2_1, RSZ-0062 raised after global routing yes, routed wire length 14.3 mm, IO buf count 99, Synth Cell Area 3770 sq um, Synth top cells by count nand2_1, o21ai_0, ha_1, a21oi_1, dfrtp_1, worst-path cell chain buf_6 -> or4_4 -> or3_4 -> or3_4 -> o41ai_4 -> xor2_1 -> ha_2 -> a21o_1 -> a21oi_2 -> o21bai_1 -> a21o_1 -> a21o_1 -> a41oi_2 -> o21bai_1 -> xnor2_1 -> o21ai_1, root buffer cell clkbuf_16, distinct lib cells 54, Final Setup Violations 32, Slew @ Worst Pin 0.639 ns, total track usage 21.6%, detailed-route DRC error count 0, leak pwr 3.65 nW, Power Density 1130 nW/um^2, number of DRC markers in iteration 0 186, Power Total 0.00882 W, Final WS setup -2.53 ns, Placed Cells 901, class of the worst hold path input pin to flip-flop, final std cells w/o fill 966, largest register by flop count result_o, Seq share, synth 21.2%, diode count 0, outcome finished with violations, fill count 911, OpenROAD warning count 30, biggest registers after layout result_o (32), fin. max-slew vios 0, TritonCTS clock tree built, via-per-instance ratio 4.99, wire length per cell 14.8 um, clk slew on worst S/H paths 0.06 ns, die width 114 um, Top Ports 100, Final Hold Fails 0, chip area 13000 sq um
## layout by cell type (no fill, tap or decap), drive strengths merged, types with 7 or more instances in the layout
cell type,instances
a21o,25
a21oi,32
a31oi,7
and3,7
buf,278
clkbuf,14
clkdlybuf4s50,49
dfrtp,32
ha,34
inv,10
maj3,27
nand2,60
nor2,31
nor4,7
o21ai,53
xnor2,26
xor2,31
## final cells by class
type	count	area (sq um)	share of cell area, %
flip-flops and latches	32	801	10.3
well taps	168	210	2.70
inverters	10	52.6	0.675
clock buffers	7	153	1.96
multi-input cells	413	3800	48.8
repair buffers	335	2750	35.2
clock inverters	1	30.0	0.386
## worst paths after layout
check | startpoint | endpoint | slack [ns] | depth (start not counted)
min | op_i[1] | result_o[0] | 0.11 | 2
min in group asynchronous | rst_n | result_o[27] | 0.28 | 2
max | b_i[11] | result_o[28] | -2.53 | 16
max in group asynchronous | rst_n | result_o[2] | 0.52 | 2
## kinds of logic after synthesis
family,synth area share (%)
buffers and inverters,3.28
and+or+nand+nor,18.1
DFF,21.2
muxes,0.829
xor gates and xnor gates,13.2
adders and majority gates,19.0
AOI/OAI and AO/OA,24.4
## report_power, final
part           switching [W]  internal, W
clock network       0.000628      0.00131
registers          0.0000578      0.00154
logic                0.00237      0.00291
total                0.00306      0.00576
## metal layers
metal	track usage (%)	part of all wire, %	vias to the layer above
met2	35.7	46	107
met1	31.6	48	2326
met5	0	0.070	-
met4	2.25	1.5	2
li1	-	-	2364
met3	2.64	3.9	19
## repair_timing
action,4_1_cts,5_1_grt
hold buffers,0,0
resized,311,77
pin swaps,122,67
buffers inserted,53,30
gates cloned,0,0
endpoints found under the hold margin,0,0
setup endpoints to repair,64,38
## per-stage QoR
stage	setup WS (ns)	instance area, sq um	setup TNS (ns)	hold slack, ns	utilization, %
2_1_floorplan	-2.57	4010	-50.65	-0.0956	-
3_3_place_gp	-3.16	6430	-75.96	0.423	52.8
3_5_place_dp	-3.21	6430	-76.33	0.424	52.8
4_1_cts	-2.63	7410	-55.08	0.116	61.0
5_1_grt	-2.68	7790	-56.80	0.111	64.0
6_report	-2.53	7790	-53.11	0.109	64.0
Power is estimated from default activity; no workload was simulated.
